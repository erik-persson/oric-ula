**/design/flow/design.v**
```verilog
module oric_ula
(
  input  wire       CLK,     
  input  wire       nRESET,  
  input  wire [7:0] AH,      
  input  wire [7:0] D,       
  input  wire       RnW,     
  input  wire       nMAP,    
  output wire [7:0] RC,      
  output wire       MXSEL,   
  output wire       nROM,    
  output wire       PHI,     
  output wire       CAS,     
  output wire       RAS,     
  output wire       WE,      
  output wire       nIO,     
  output wire       SYNC,    
  output wire       RED,     
  output wire       GREEN,   
  output wire       BLUE     
);
  reg  [3:0]  rg_cnt;
  reg  [5:0]  rg_hcnt;
  reg         rg_hsync;
  reg  [8:0]  rg_vcnt;
  reg  [4:0]  rg_fcnt;
  wire        nx_hsync;
  wire        en_hsync;
  wire        en_hcnt;
  wire        en_vcnt;
  wire        vcnt_wrap;
  wire        vsync;
  reg         rg_alow;
  reg         rg_ras;
  reg         rg_casa;
  wire        hires_line;
  wire        nx_casa;
  wire        en_casa;
  wire [7:0]  row;
  wire        overflow;
  wire [15:0] a_dma0;
  wire [15:0] a_dma1;
  wire [15:0] a_dma;
  wire [7:0]  ah_out;
  reg  [7:0]  rg_dbuf;
  reg  [5:0]  rg_shift;
  reg         rg_sload_n;
  wire [7:0]  nx_dbuf;
  wire        en_dbuf;
  wire        nx_sload_n;
  wire [5:0]  nx_shift;
  reg         rg_mode_60hz;
  reg         rg_mode_text;
  reg         rg_attr_alt;
  reg         rg_attr_tall;
  reg         rg_attr_blink;
  reg  [2:0]  rg_ink;
  reg  [2:0]  rg_paper;
  reg         rg_invert;
  reg         rg_hactive;
  wire        en_ctrl;
  wire        en_mode;
  wire        nx_mode_60hz;
  wire        nx_mode_text;
  wire        en_attr;
  wire        en_ink;
  wire        en_paper;
  wire        attr_reset;
  wire        nx_attr_alt;
  wire        nx_attr_tall;
  wire        nx_attr_blink;
  wire [2:0]  nx_ink;
  wire [2:0]  nx_paper;
  wire        nx_invert;
  wire        hactive;
  wire        vactive;
  wire        active;
  wire        nx_hactive;
  wire        blink_pixel;
  assign en_hcnt   = rg_cnt[2:0] == 3'd7;
  assign en_hsync  = en_hcnt && rg_hcnt[1:0] == 2'd1;  
  assign nx_hsync  = rg_hcnt[5:2] != 4'b1100;
  assign en_vcnt   = en_hsync && rg_hsync && !nx_hsync;
  assign vcnt_wrap = rg_vcnt == (rg_mode_60hz ? 9'd263 : 9'd311);
  assign vsync     = rg_vcnt[8:2] != (rg_mode_60hz ? 7'd59 : 7'd64);
  always @(posedge CLK or negedge nRESET)
    if (!nRESET) begin
      rg_cnt   <= 4'b0;
      rg_hcnt  <= 6'd0;
      rg_hsync <= 1'b0;
      rg_vcnt  <= 9'd0;
      rg_fcnt  <= 5'd1;
    end else begin
      rg_cnt   <= rg_cnt == 4'd11 ? 4'd0 : rg_cnt + 1'b1;
      rg_hcnt  <= en_hcnt ? rg_hcnt + 1'b1 : rg_hcnt;
      rg_hsync <= en_hsync ? nx_hsync : rg_hsync;
      rg_vcnt  <= !en_vcnt ? rg_vcnt :
                  vcnt_wrap ? 9'd0 :
                  rg_vcnt + 1'b1;
      rg_fcnt  <= rg_fcnt + (en_vcnt && vcnt_wrap);
    end
  assign hires_line = rg_vcnt < 9'd200 && !nx_mode_text;
  assign row = hires_line ? rg_vcnt[7:0] : 8'hb0 + rg_vcnt[7:3];
  assign overflow = row==8'd204 && rg_hcnt[5];
  assign a_dma0 =
    16'ha000 +
    { overflow,
      { {2'b00,row[7:0]} + {row[7:0],2'b00} + rg_hcnt[5:3]},
      rg_hcnt[2:0]
    };
  assign a_dma1 =
    (nx_mode_text ? 16'hb400 : 16'h9800) +
    { rg_attr_alt,
      rg_dbuf[6:0],
      (rg_attr_tall? rg_vcnt[3:1] : rg_vcnt[2:0])
    };
  assign a_dma  = (!rg_cnt[2] || hires_line) ? a_dma0 : a_dma1;
  assign ah_out = rg_cnt[3] ? AH : a_dma[15:8];
  assign RC     = rg_alow   ? a_dma[7:0] : ah_out;
  assign nx_casa = (nMAP ^ (&ah_out[7:6])) && (nIO || !rg_cnt[3]);
  assign en_casa = !rg_cnt[0];
  always @(posedge CLK or negedge nRESET)
    if (!nRESET) begin
      rg_ras  <= 1'b1;
      rg_casa <= 1'b0;
    end else begin
      rg_ras  <= !rg_cnt[1];
      rg_casa <= en_casa ? nx_casa : rg_casa;
    end
  always @(negedge CLK or negedge nRESET)  
    if (!nRESET) begin
      rg_alow <= 1'b1;
    end else begin
      rg_alow <= rg_cnt[1:0] == 2'b00;
    end
  assign PHI   = rg_cnt[3];
  assign RAS   = rg_ras;
  assign CAS   = rg_casa && rg_cnt[1:0] != 2'b01;
  assign WE    = !RnW && rg_cnt[3];
  assign MXSEL = rg_alow && rg_cnt[3];
  assign nROM  = !(RnW && nMAP && AH[7] & AH[6]);
  assign nIO   = AH != 8'h03;
  assign en_dbuf = rg_cnt[3:1] == 3'b001;
  assign nx_dbuf = en_dbuf ? D : rg_dbuf;
  assign nx_sload_n = !(rg_cnt[2:1]==2'b11 && rg_dbuf[6:5]!=2'b00);
  assign nx_shift   = !rg_cnt[0]  ? rg_shift :
                      rg_sload_n  ? {rg_shift[4:0],1'b0} :
                      D[5:0];
  always @(posedge CLK or negedge nRESET)
    if (!nRESET) begin
      rg_dbuf       <= 8'b0;
      rg_sload_n    <= 1'b0;
      rg_shift      <= 6'b0;
    end else begin
      rg_dbuf       <= nx_dbuf;
      rg_sload_n    <= nx_sload_n;
      rg_shift      <= nx_shift;
    end
  assign hactive = rg_hcnt < 6'd40;
  assign vactive = rg_vcnt < 9'd224;
  assign en_ctrl  = rg_cnt[2:0] == 3'b111 && hactive && vactive;
  assign en_mode  = en_ctrl && rg_dbuf[6:3] == 4'b0011;
  assign en_attr  = en_ctrl && rg_dbuf[6:3] == 4'b0001;
  assign en_ink   = en_ctrl && rg_dbuf[6:3] == 4'b0000;
  assign en_paper = en_ctrl && rg_dbuf[6:3] == 4'b0010;
  assign nx_mode_60hz = en_mode ? !rg_dbuf[1] : rg_mode_60hz;
  assign nx_mode_text = en_mode ? !rg_dbuf[2] : rg_mode_text;
  assign attr_reset    = (en_hsync && !nx_hsync) || !rg_hsync;
  assign nx_attr_alt   = attr_reset ? 1'b0 : en_attr ? rg_dbuf[0] : rg_attr_alt;
  assign nx_attr_tall  = attr_reset ? 1'b0 : en_attr ? rg_dbuf[1] : rg_attr_tall;
  assign nx_attr_blink = attr_reset ? 1'b0 : en_attr ? rg_dbuf[2] : rg_attr_blink;
  assign nx_ink     = attr_reset ? 3'd7 : en_ink   ? rg_dbuf[2:0] : rg_ink;
  assign nx_paper   = attr_reset ? 3'd0 : en_paper ? rg_dbuf[2:0] : rg_paper;
  assign nx_invert  = rg_cnt[2:0] == 3'b111 ? rg_dbuf[7] : rg_invert;
  assign nx_hactive = rg_cnt[2:0] == 3'b111 ? hactive : rg_hactive;
  always @(posedge CLK or negedge nRESET)
    if (!nRESET) begin
      rg_mode_60hz  <= 1'b0;
      rg_mode_text  <= 1'b0;
      rg_attr_alt   <= 1'b0;
      rg_attr_tall  <= 1'b0;
      rg_attr_blink <= 1'b0;
      rg_ink        <= 3'd0;
      rg_paper      <= 3'd0;
      rg_invert     <= 1'b0;
      rg_hactive    <= 1'b0;
    end else begin
      rg_mode_60hz  <= nx_mode_60hz;
      rg_mode_text  <= nx_mode_text;
      rg_attr_alt   <= nx_attr_alt;
      rg_attr_tall  <= nx_attr_tall;
      rg_attr_blink <= nx_attr_blink;
      rg_ink        <= nx_ink;
      rg_paper      <= nx_paper;
      rg_invert     <= nx_invert;
      rg_hactive    <= nx_hactive;
    end
  assign active      = vactive && rg_hactive;
  assign blink_pixel = (!rg_fcnt[4] || !rg_attr_blink) && rg_shift[5];
  assign SYNC  = rg_hsync && vsync;
  assign RED   = active && (rg_invert ^ (blink_pixel ? rg_ink[0] : rg_paper[0]));
  assign GREEN = active && (rg_invert ^ (blink_pixel ? rg_ink[1] : rg_paper[1]));
  assign BLUE  = active && (rg_invert ^ (blink_pixel ? rg_ink[2] : rg_paper[2]));
endmodule
```
**/design/flow/run.sh**
```bash
#!/bin/bash
# OpenROAD 26Q1-2900-gdf79404cd8, Yosys 0.63+post, stock flow scripts
make -C /OpenROAD-flow-scripts/flow DESIGN_CONFIG=/design/flow/config.mk WORK_HOME=/design/flow/orfs finish
```
**/design/flow/config.mk**
```make
export PLATFORM = sky130hd
export DESIGN_NAME = oric_ula
export DESIGN_NICKNAME = oric_ula
export VERILOG_FILES = /design/flow/design.v
export SDC_FILE = /design/flow/constraint.sdc
export NUM_CORES = 4
export LEC_CHECK = 1
export CORE_UTILIZATION = 30
```
**/design/flow/constraint.sdc**
```tcl
current_design oric_ula

set clk_period 10.2
set clk_io_pct 0.2

create_clock -name clk0 -period $clk_period [get_ports {CLK}]

set non_clock_inputs [all_inputs -no_clocks]
set_input_delay [expr $clk_period * $clk_io_pct] -clock clk0 $non_clock_inputs
set_output_delay [expr $clk_period * $clk_io_pct] -clock clk0 [all_outputs]
```
==> flow_summary.ini <==
; yosys + openroad results
[outcome]
status = completed

[synthesis]
aoi_share_pct = 11.8
ys_sh_xor_pct = 6.72
syn_inst = 384
fa_ha_area_share_pct = 9.47
flop_cell = dfrtp_1
ys_cells = 384
ys_sh_mux_pct = 10.1
synthTopLogicFamily = simple AND/OR/NAND/NOR gates
synth_cell_types = 59
synthArstFlopShare_pct = 100
top_cell_area_share_pct = 36.4
ys_area_mm2 = 0.00365
synthTopCellsByArea = dfrtp_1 (36%), ha_1 (8.9%), mux2i_1 (6.0%), xor2_1 (4.1%), nand2_1 (3.9%)
synth.largest_area_cell = dfrtp_1
yosys_register_bits = 56
ys_seq_share_pct = 38.5
syn_area_mm2 = 0.00365
ys_sh_simple_pct = 19.3
edf_count = 0
synth.avg_cell_area_um2 = 9.50
yosysWarnings = 1

[clock_tree]
cts_resized = 0
root_buffer = clkbuf_16
cts_tree = built
clkTransAtPathRegs_ns = 0.07
clock_latency_ns = 0.36
clock-sinks = 56
clk_path_buf_depth = 2
h-tree-depth = 2
cts_setup_buffers = 0
ctsHoldBuffers = 0
cts_buffers = 5

[floorplan]
die_y_um = 112
io_pins = 39
chipWidth_um = 112
die-area_mm2 = 0.0126
core_util_floorplan_pct = 31.4
core_mm2 = 0.0116
fp-row-count = 39

[final_layout]
drive_gt1_share_pct = 8.94
area_growth_pct = 18.0
final_cell_area_mm2 = 0.00431
fillers = 1140

[placed_design]
dpl-instance-area_mm2 = 0.00414
routabilityCongestion = 0.850
dp_hpwl_mm = 6.17
dp_worst_setup_slack_ns = 1.38
io_buffers = 38

[job]
openroad.warnings = 30
cap_violations = 0

[critical_path]
rr_worst_depth = 2
end_kind = output port
crit_path_max_fanout = 19
reg2reg_to = rg_alow$_DFF_NN1_
start_kind = flip-flop
startpoint = rg_alow$_DFF_NN1_
crit_arrival_ns = 7.14
rrSetupSlack_ns = 4.07
crit_type = flip-flop to output port
crit_required_ns = 8.16
r2r-start = rg_cnt[0]$_DFF_PN0_

[route]
dr.first_iter.drc_count = 182
wl_per_cell_um = 14.6
vias = 2807
antenna-diode-count = 0
dr.pass1.iters = 6
wl_mm = 8.15
viasPerCell = 5.04
drc = 0
ant_nets = 0

[global_route]
grt_start_max_net_pins = 57
track_usage_pct = 14.2
grt_pass1_vias = 2700
grt_pass1_wl_mm = 14.2
grt_overflow = 0
antenna_found_initial = 0

[power]
power_density_mw_per_mm2 = 109
peakVddDrop_mv = 0.0746
p_leak_nw = 2.03

[timing]
finalSetupViolCount = 0
clock_skew_ns = 0.0691
maxSlewViolCount = 0
worstMarginPinSlew_ns = 0.793
slew_headroom_pct = 47.0
finalSetupTns_ns = 0
rsz0062_at_grt = no
worst_slack_ns = 1.02
hold_viol = 0

[worst_hold_path]
hold_end = rg_fcnt[3]$_DFF_PN0_
min_from = rg_fcnt[3]$_DFF_PN0_
min_path_type = flip-flop to flip-flop
holdPathStages = 1
## area by class of cell
class	instances	area, um^2	share of cell area [%]
clock buffer	5	125	2.91
inverter	14	52.6	1.22
sequential	56	1410	32.6
clock inverter	4	50.0	1.16
multi-input combinational	294	2100	48.7
timing repair buffer	41	398	9.24
tap	143	179	4.15
## placed cells by master (no fill, tap or decap), types with 3 or more instances in the layout
| cell | Yosys | final |
|---|---|---|
| mux2i_1 | 22 | 22 |
| nor2_1 | 38 | 38 |
| ha_1 | 26 | 26 |
| nand4_1 | 6 | 6 |
| xor2_1 | 17 | 17 |
| a211oi_1 | 3 | 3 |
| mux2_2 | 10 | 10 |
| a21oi_1 | 26 | 26 |
| nand3_1 | 9 | 9 |
| nor2b_1 | 5 | 5 |
| nor3b_1 | 3 | 3 |
| clkbuf_16 | 0 | 5 |
| inv_1 | 15 | 15 |
| o211ai_1 | 3 | 3 |
| o21a_1 | 3 | 3 |
| nand2b_1 | 4 | 4 |
| o21ai_0 | 9 | 9 |
| clkdlybuf4s50_1 | 0 | 37 |
| buf_4 | 0 | 3 |
| or3_1 | 3 | 3 |
| a31oi_1 | 6 | 6 |
| dfstp_2 | 3 | 3 |
| nor3_1 | 8 | 8 |
| a21o_1 | 4 | 4 |
| dfrtp_1 | 53 | 53 |
| nand2_1 | 38 | 38 |
| xnor2_1 | 11 | 11 |
## through the flow
| step | instances | util (%) | total power, mW | hold slack, ns |
|---|---|---|---|---|
| 6_report | 557 | 37.1 | 0.470 | 0.484 |
| 5_1_grt | 557 | 37.1 | 0.493 | 0.512 |
| 4_1_cts | 557 | 37.1 | 0.475 | 0.483 |
| 3_5_place_dp | 549 | 35.6 | 0.279 | 0.474 |
| 3_3_place_gp | 549 | 35.6 | 0.279 | 0.461 |
| 2_1_floorplan | 384 | - | 0.253 | 0.441 |
## report_power, final
part / leakage [nW] / switching [mW] / total (mW) / internal [mW]
registers: 0.706 / 0.00504 / 0.232 / 0.227
clock network: 0.0872 / 0.0802 / 0.198 / 0.118
logic: 1.24 / 0.0187 / 0.0408 / 0.0222
total: 2.03 / 0.104 / 0.470 / 0.366
## routing by layer
layer / vias up / routed length, um / global-route usage [%]
li1: 1415 / - / -
met1: 1352 / 4080 / 23.0
met2: 38 / 3800 / 21.8
met3: 2 / 258 / 1.82
met4: 0 / 16 / 0.533
met5: - / 0 / 0
## synthesized netlist by cell type (3+ instances only)
cell and instances:
mux2_2 10, a21oi_1 26, buf_1 3, o211ai_1 3
xnor2_1 11, o21a_1 3, nor2b_1 5, a211oi_1 3
or3_1 3, nor3b_1 3, o21ai_0 9, dfstp_2 3
nor2_1 38, a31oi_1 6, nand2_1 38, mux2i_1 22
nor3_1 8, nand4_1 6, buf_2 3, clkbuf_1 11
a21o_1 4, ha_1 26, nand3_1 9, dfrtp_1 53
xor2_1 17, inv_1 15, nand2b_1 4
## critical path: stages (launching register included)
cell,delay (ns)
dfstp_2,0.70
a21o_1,0.12
a21oi_1,0.04
o32ai_1,0.30
clkdlybuf4s50_1,0.51
## sequential cells by signal (all words and copies together), names as in the netlist, 3 cells and up
name	count
rg_vcnt	9
rg_dbuf	8
rg_hcnt	6
rg_shift	6
rg_fcnt	5
rg_cnt	4
rg_ink	3
rg_paper	3
## logic make-up (layout without fill, tap and decap cells)
kind of cell / Yosys count / in the layout
buffers and inverters: 34 / 64
muxes: 35 / 35
AOI/OAI and AO/OA: 68 / 68
DFF: 56 / 56
xor gates and xnor gates: 28 / 28
adders and majority gates: 27 / 27
and+or+nand+nor: 136 / 136
## worst max-delay path by stage
stage | to | slack (ns) | cells after the start
CTS | RC[4] | 0.99 | 4
global route | RC[4] | 0.91 | 4
finish | RC[4] | 1.02 | 4
Power figures rest on the tool's default switching activity, not on a simulated workload.
